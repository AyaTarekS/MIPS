==> ./design.v <==
module controller(
    input wire [5 : 0] OPcode,
    input wire Zero,
    output wire RegDst,
    output wire Jumb,
    output wire Branch,
    output wire MemRead,
    output wire MemtoReg,
    output wire [1 : 0] ALUOp,
    output wire MemWrite, 
    output wire ALUSrc,
    output wire RegWrite
);
assign Branch = (OPcode == 6'b000101 || OPcode == 6'b000100)? 1 : 0 ;
assign MemWrite = (OPcode == 6'b101011)? 1 : 0; 
assign Jumb = 0;
assign RegDst = (OPcode == 6'b000000)? 1 : 0;
assign RegWrite =(OPcode == 6'b000000 || OPcode == 6'b010011 || OPcode == 6'b001000)? 1 : 0;
assign MemRead = (OPcode == 6'b010011)? 1 : 0;
assign ALUSrc = (OPcode == 6'b010011 || OPcode == 6'b101011 || OPcode == 6'b001000);
assign ALUOp = (OPcode == 6'b000000)? 2'b10 :
 (OPcode == 6'b010011 || OPcode == 6'b101011 || OPcode == 6'b001000)? 2'b00 : 2'b01 ;
assign MemtoReg = (OPcode == 6'b010011)? 1 : 0;
endmodule
==> ./run.sh <==
#!/bin/bash
# OpenROAD 26Q1-2900-gdf79404cd8, Yosys 0.63+post, stock flow scripts
make -C /OpenROAD-flow-scripts/flow DESIGN_CONFIG=/design/flow/config.mk WORK_HOME=/design/flow/orfs finish
==> ./config.mk <==
export PLATFORM = sky130hd
export DESIGN_NAME = controller
export DESIGN_NICKNAME = controller
export VERILOG_FILES = /design/flow/design.v
export SDC_FILE = /design/flow/constraint.sdc
export NUM_CORES = 4
export LEC_CHECK = 1
export CORE_AREA = 10 10 70 70
export DIE_AREA = 0 0 80 80
==> ./constraint.sdc <==
current_design controller

set clk_period 1.8
set clk_io_pct 0.2

create_clock -name clk0 -period $clk_period

set non_clock_inputs [all_inputs -no_clocks]
set_input_delay [expr $clk_period * $clk_io_pct] -clock clk0 $non_clock_inputs
set_output_delay [expr $clk_period * $clk_io_pct] -clock clk0 [all_outputs]
==> qor.yml <==
worst_setup_path:
  worstSetupEndpointType: "output port"
  crit_type: "in2out"
  arrival_ps: 1400
  cp.required_ps: 1440
  startpoint_type: "primary input"
  path_max_fanout: 2
logic_synthesis:
  top_cells_by_area: "buf_4 15%, nand4b_1 12%, nor3_1 10%, nor3b_1 10%, nor4_1 8.5%"
  yosysSeqAreaShare_pct: 0
  synth_warnings: 0
  synth.avg_cell_area_sq_um: 6.97
  netlist_area_sq_um: 146
  ys_types: 14
  yosysTopAreaCellShare_pct: 15.4
  syn-instance-count: 21
  largest_area_cell: "buf_4"
  yosys_area_sq_um: 146
  ys_cells: 21
routing:
  drc: 0
  drtIter0Drc: 4
  wl_um: 682
  wl_per_cell_um: 8.12
  ant_nets: 0
  vias_per_cell: 2.74
  dr_total_vias: 230
  diodes: 0
  first_pass_iters: 2
sta:
  hold_violations: 0
  min_period_ps: 1760
  maxSlewViolCount: 0
  setup_viol: 0
  fin_crit_sh_pct: 97.7
  finalSetupTns_ps: 0
  max_freq_mhz: 569
  rsz0062_at_grt: "no"
grt:
  grt_pass1_wl_mm: 1.04
  grtUsageTotal_pct: 1.89
  grt_max_degree: 9
  antenna_found_initial: 0
  grt_pass1_vias: 219
  gr-total-overflow: 0
layout:
  comb_area_sq_um: 159
  stdcell_count: 84
  nFlopsAndLatches: 0
  area.sequential_sq_um: 0
  syn2layout_area_growth_pct: 151
  clock_buffers: 0
  layout-drive-gt1-share_pct: 60.5
  final_util_pct: 10.8
  fillCellCount: 404
place:
  placed_cells: 84
  place.gp.congestion: 0.769
  io_buffers: 15
  place_hpwl_um: 558
floorplanning:
  die.size.y_um: 80
  rows: 21
  die_area_sq_mm: 0.00640
  fp_util_pct: 4.29
  ios: 17
  core_sq_mm: 0.00342
  die_w_um: 80
job:
  warning_count: 33
  maxCapViolCount: 0
cts:
  ctsHoldBuffers: 0
  post-cts-setup-buffers: 0
pwr:
  fin_total_pwr_uw: 44.8
  intPower_uw: 24.0
  p_comb_share_pct: 100.0
  switching_share_pct: 46.4
  p_per_area_mw_per_mm2: 122
  p_leak_uw: 0.000147
  seqPwrFrac_pct: 0
  ir_worst_vdd_mv: 0.0187
  p_sw_uw: 20.8
  clockPowerShare_pct: 0
hold_path:
  min_path_type: "in2out"
status:
  outcome: "finished clean"
## area by class of cell
type / instances / share of cell area [%]
Timing Repair Buffer: 20 / 41.2
Multi-Input combinational cell: 18 / 43.2
Tap cell: 46 / 15.6
## stage by stage
step	hold slack, ps	instance area (sq um)	worst slack, ps
finish	1120	368	41.5
global route	1140	368	0.743
floorplan	731	146	321
global placement	1780	369	-607
CTS	1120	367	8.59
detailed placement	1770	369	-617
## critical path, stage by stage
cell and delay [ps]:
clkdlybuf4s15_2 190, or4_4 540, nor3_2 190, buf_2 120
## synth_stat cells, drive strengths merged
master and n:
nor3 3, o31a 1, and2 1, nand2 1
conb 1, o211ai 1, nor3b 2, a21oi 1
buf 3, or4 1, nand4b 2, nor4 2
a21o 1, and3b 1
## per-layer routing
| layer | vias to the layer above | global-route usage (%) | routed length, um |
|---|---|---|---|
| li1 | 116 | - | - |
| met1 | 102 | 2.50 | 316 |
| met2 | 12 | 3.05 | 264 |
| met3 | 0 | 0.682 | 101 |
| met4 | 0 | 0 | 0 |
| met5 | - | 0 | 0 |
## cell families (layout without fill, tap and decap cells)
logic type | count (synthesis) | in the layout | synth area share, %
buffers and inverters | 3 | 20 | 15.4
and+or+nand+nor | 13 | 13 | 61.5
AOI/OAI and AO/OA | 4 | 4 | 20.5
other | 1 | 1 | 2.56
## repair_timing
| action | 4_1_cts | 5_1_grt |
|---|---|---|
| endpoints found under the setup margin | 9 | 1 |
| pin swaps | 5 | 2 |
| resized | 36 | 9 |
## cells in the final DEF, fill, tap and decap left out
cell	Yosys	routed
nor3b_2	0	2
o211ai_1	1	1
buf_2	0	5
nand4b_1	2	2
nor3_2	0	3
a21o_1	1	1
or4_4	1	1
nor4_1	2	1
a21oi_2	0	1
buf_4	3	4
o31a_2	1	1
clkbuf_2	0	2
and2_1	1	1
conb_1	1	1
nor4_2	0	1
nand2_1	1	1
and3b_1	1	1
dlygate4sd2_1	0	6
buf_6	0	1
clkdlybuf4s15_2	0	2
## power groups by stage
stage	clock network (uW)	registers (uW)	logic, uW
after CTS	0	0	44.4
after global routing	0	0	49.6
final	0	0	44.8
## final timing paths
check / from / to / slack, ps / cells past startpoint
max: OPcode[0] / ALUOp[1] / 40 / 4
min: OPcode[5] / ALUSrc / 1120 / 5
No activity file was given, so power comes from the tool's default toggle rates.
