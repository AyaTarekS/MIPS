`flow/config.mk`:
```
export PLATFORM = sky130hd
export DESIGN_NAME = reg_file
export DESIGN_NICKNAME = reg_file
export VERILOG_FILES = /design/flow/design.v
export SDC_FILE = /design/flow/constraint.sdc
export NUM_CORES = 4
export LEC_CHECK = 1
export CORE_UTILIZATION = 40
```
`flow/constraint.sdc`:
```
current_design reg_file

set clk_period 12.7
set clk_io_pct 0.2

create_clock -name clk0 -period $clk_period [get_ports {clk}]

set non_clock_inputs [all_inputs -no_clocks]
set_input_delay [expr $clk_period * $clk_io_pct] -clock clk0 $non_clock_inputs
set_output_delay [expr $clk_period * $clk_io_pct] -clock clk0 [all_outputs]
```
`flow/design.v`:
```
module reg_file(
    input clk , write , reset,
    input [4 : 0] read_reg1, read_reg2, write_reg,
    input [31 : 0] write_data,
    output reg[31 : 0]data_out1 , data_out2
);
    reg [31 : 0] registers [0 : 31]; 
    integer i ;
    always@(posedge clk or posedge reset) begin
        if(reset)
        begin
            for(i = 0 ; i < 32 ; i = i + 1)
                registers[i] <= 0;
        end
        else if(write)
        begin
            registers[write_reg] <= write_data ;
        end
    end
    always@(*)
    begin
     data_out1 = registers[read_reg1];
     data_out2 = registers[read_reg2];
    end
endmodule
```
`flow/run.sh`:
```
#!/bin/bash
# OpenROAD 26Q1-2900-gdf79404cd8, Yosys 0.63+post, stock flow scripts
make -C /OpenROAD-flow-scripts/flow DESIGN_CONFIG=/design/flow/config.mk WORK_HOME=/design/flow/orfs finish
```
==> results.cfg <==
; synthesis and place-and-route metrics
[outcome]
status = finished clean

[synth]
avgSynthCellArea_um2 = 11.68
adder_share_pct = 0
top_cell = mux2_2
largest_area_cell = dfrtp_1
ys_sh_xor_pct = 0
post_synth_ao_oa_area_fraction_pct = 15.62
synth_cell_types = 63
topCellsByArea = dfrtp_1 50%, mux2_2 23%, a22oi_1 11%
postSynthSeqShare_pct = 49.90
netlist_area_um2 = 51350
ys_sh_mux_pct = 23.68
synthTopCellsByCount = 1031 x mux2_2, 1024 x dfrtp_1, 756 x a22oi_1
synth-area-yosys_um2 = 51350
yosysTopAreaCellShare_pct = 49.90
enable_flop_cells = 0
synthCells = 4395
async_reset_ff_share_pct = 100.0
simple_gate_share_pct = 7.312
ys_cells = 4395
yosysWarnings = 2
numSynthFlops = 1024
ff_type = dfrtp_1
ys_top_logic_family = multiplexers

[placed_design]
post-dp-hpwl_um = 166200
placed_area_um2 = 55090
place.port_buffers = 113
globalplace.congestion = 1.103

[cells_and_area]
num-fill-cells = 11480
syn_to_final_growth_pct = 15.19
final_area_um2 = 59150
top_register = registers
flop_area_um2 = 25620
combGateArea_um2 = 24560
reg_top3 = registers x1024
largest_register_ffs = 1024
drive_above_1_share_pct = 34.51

[route]
drcViolationCount = 0
drt-total-wl_um = 274300
via_count = 45370
drtAntennaViolNets = 0
drt-initial-drc-count = 5890
routedWlPerCell_um = 44.33
firstDrtPassIters = 14
via_per_inst = 7.331

[global_route]
grt-ovfl-total = 0
grt_antenna_before_repair = 14
track_usage_pct = 43.83
grt_max_degree = 124
grt_pass1_wl_um = 374400
grt_pass1_vias = 44640

[clock_network]
clock_sinks = 1024
numCtsBuffers = 114
clk_pin_slew_ns = 0.07
cts-root-buf = clkbuf_16
clock_latency_ns = 0.71
cts_setup_buffers = 0
cts_htree_levels = 3
cts_hold_buffers = 0
ctsResizeCount = 0
cts_tree = done
cts_buffer_depth = 3

[critical_path]
worst_setup_path_end_kind = primary output
crit_type = input port to primary output
crit_fanout = 29
startpoint_type = input port
critPathTopFamily = buffers and inverters
crit_buf_inv = 4
cp_data_required_time_ns = 10.16
slowest_delay_ns = 0.99
cp_slowest_cell = nor2_4
crit_chain = clkdlybuf4s50_1, buf_4, nand2b_1, nor2_4, buf_4, a22oi_1, nand3_1, nor3_1, a21oi_1, clkdlybuf4s50_1
worstPathArrival_ns = 7.14

[die]
dieWidth_um = 360.3
fp_util_pct = 40.27
ioPinCount = 114
dieArea_um2 = 129800
core-area_um2 = 127500
die_y_um = 360.3
num_rows = 131

[final_timing]
post-route-period-util_pct = 76.23
timing.fmax_mhz = 103.3
grt_setup_unrepaired = false
tightest_slew_ns = 1.216
hold_violations = 0
skew_ns = 0
min_period_ns = 9.681
maxSlewViolCount = 0
max-slew-margin-rel_pct = 18.33
setup_viol = 0

[pwr]
ir_worst_vdd_mv = 0.1125
total_power_w = 0.009524
pwr_density_cell_nw_per_um2 = 161.0
leakage_nw = 25.55

[min_path]
hold_class = register to register

[job]
warnings = 35
max-cap-violations = 0
[logic make-up (layout without fill, tap and decap cells)]
logic type             after synthesis  after routing
AOI/OAI and AO/OA                 1074           1074
and+or+nand+nor                    776            776
DFF                               1024           1024
buffers and inverters              437            548
muxes                             1084           1084
other                                0             20
[area by class of cell]
| type | instances | share of cell area, % |
|---|---|---|
| Sequential cell | 1024 | 43.32 |
| Clock inverter | 53 | 1.301 |
| Antenna cell | 20 | 0.08461 |
| Timing Repair Buffer | 335 | 4.725 |
| Inverter | 7 | 0.05077 |
| Tap cell | 1662 | 3.516 |
| Multi-Input combinational cell | 2934 | 41.52 |
| Clock buffer | 153 | 5.481 |
[power by group]
part	internal [W]	leakage [nW]	switching (W)	total, W
sequential	0.00390	13.1	0.000676	0.00457
clock	0.00215	1.97	0.00144	0.00359
combinational	0.000708	10.5	0.000653	0.00136
[through the flow]
stage / instances / hold WS (ns) / setup WS (ns) / util [%] / setup TNS (ns)
finish: 6188 / 0.5284 / 3.019 / 46.39 / 0
global route: 6171 / 0.5499 / 3.128 / 46.35 / 0
CTS: 6168 / 0.5259 / 3.337 / 46.35 / 0
detailed placement: 5962 / 0.5113 / 3.359 / 43.20 / 0
global placement: 5962 / 0.5013 / 3.260 / 43.20 / 0
floorplan: 4395 / 0.4874 / -3.954 / - / -4048.83
[final timing paths]
path	start	end	slack, ns	cells past startpoint
hold reg to reg	registers[24][26]$_DFFE_PP0P_	registers[24][26]$_DFFE_PP0P_	0.53	1
setup reg to reg	registers[3][31]$_DFFE_PP0P_	registers[3][31]$_DFFE_PP0P_	11.71	1
max in group asynchronous	reset	registers[1][14]$_DFFE_PP0P_	7.85	5
hold / removal	registers[24][26]$_DFFE_PP0P_	registers[24][26]$_DFFE_PP0P_	0.53	1
min in group asynchronous	reset	registers[7][0]$_DFFE_PP0P_	2.17	2
setup / recovery	read_reg1[0]	data_out1[10]	3.02	10
[metal layers]
layer,wire [µm],track usage [%],vias up
li1,-,-,16890
met1,94440,54.28,22640
met2,106900,56.34,4312
met3,48810,29.03,1491
met4,23350,26.58,30
met5,775,4.329,-
[cell usage in the layout (no fill, tap or decap), types with 7 or more instances in the layout]
| master | n |
|---|---|
| mux2_2 | 1031 |
| dfrtp_1 | 1024 |
| a22oi_1 | 756 |
| nand2_1 | 227 |
| buf_4 | 221 |
| clkbuf_16 | 116 |
| clkdlybuf4s50_1 | 107 |
| nor2_1 | 102 |
| nand4_1 | 90 |
| a21oi_1 | 84 |
| nor2_4 | 73 |
| nor3_1 | 71 |
| nand3_1 | 50 |
| mux2i_1 | 47 |
| a22o_1 | 43 |
| nor4_1 | 36 |
| a221oi_1 | 30 |
| o21ai_0 | 25 |
| a32oi_1 | 24 |
| a31oi_1 | 24 |
| clkinv_2 | 21 |
| diode_2 | 20 |
| clkbuf_8 | 20 |
| nor2b_1 | 18 |
| bufinv_16 | 18 |
| clkbuf_1 | 17 |
| o32a_1 | 15 |
| nand2b_1 | 14 |
| a222oi_1 | 14 |
| nand2_2 | 13 |
| nand3b_1 | 9 |
| and2_1 | 9 |
| and4_1 | 9 |
| a2111oi_0 | 8 |
| and3_1 | 8 |
| or3_1 | 7 |
Power and IR drop assume default switching activity.
